===== design/flow/config.mk =====
export PLATFORM = sky130hd
export DESIGN_NAME = imm_gen
export DESIGN_NICKNAME = imm_gen
export VERILOG_FILES = /design/flow/design.v
export SDC_FILE = /design/flow/constraint.sdc
export NUM_CORES = 4
export LEC_CHECK = 1
export CORE_AREA = 10 10 70 70
export DIE_AREA = 0 0 80 80

===== design/flow/constraint.sdc =====
current_design imm_gen

set clk_period 1.9
set clk_io_pct 0.2

create_clock -name clk0 -period $clk_period

set non_clock_inputs [all_inputs -no_clocks]
set_input_delay [expr $clk_period * $clk_io_pct] -clock clk0 $non_clock_inputs
set_output_delay [expr $clk_period * $clk_io_pct] -clock clk0 [all_outputs]

===== design/flow/run.sh =====
#!/bin/bash
# OpenROAD 26Q1-2900-gdf79404cd8, Yosys 0.63+post, stock flow scripts
make -C /OpenROAD-flow-scripts/flow DESIGN_CONFIG=/design/flow/config.mk WORK_HOME=/design/flow/orfs finish

===== design/flow/design.v =====
`timescale 1ns / 1ps
module imm_gen(
input logic [31:0]instruction,
output logic [31:0]imm
    );
    logic [6:0]opcode;
    assign opcode = instruction[6:0];
    always_comb begin 
        case (opcode)
        7'b0010011 : imm = { {20{instruction[31]}}, instruction[31:20]};  
        7'b0000011 : imm = { {20{instruction[31]}}, instruction[31:20]};  
        7'b0100011 : imm = { {20{instruction[31]}}, instruction[31:25] , instruction[11:7]};
        7'b1100011 : imm = { {20{instruction[31]}}, instruction[7], instruction[30:25], instruction[11:8], 1'b0};
        default: imm = 32'b0;
        endcase
    end
endmodule

==> flow_summary.ini <==
; yosys + openroad results
[final_timing]
max_clock_freq_mhz = 536
rsz0062_at_grt = no
finalClockPeriodUsage_pct = 98.2
worst_pin_slew_ns = 0.208
min_period_ns = 1.87
hold_viol_final = 0
setup_tns_ns = 0
setup_violations = 0
slew_headroom_pct = 86.1
final_max_slew_viol_count = 0

[route]
via_per_inst = 3.57
ant_nets = 0
via_count = 507
routedWlPerCell_um = 12.7
drtIter0Drc = 2
firstDrtPassIters = 2
drc = 0
diodes = 0
wl_mm = 1.81

[placed_design]
dp_hpwl_mm = 1.51
finalWeightedCongestion = 0.662
io_buffers = 56

[final_layout]
clkbuf_count = 0
area_growth_pct = 180
flop_area_um2 = 0
seq_cell_count = 0
drive_above_1_share_pct = 49.0

[run]
warnings = 41
cap_violations = 0

[synthesis]
ys_types = 14
syn_area_um2 = 360
yosys_area_um2 = 360
synth-cells-yosys = 48
ys_seq_share_pct = 0
yosysWarnings = 1
avgSynthCellArea_um2 = 7.51
synth_cells = 48

[min_path]
hp-start = instruction[6]
hold_depth = 5
hp-class = in2out
min_delay_worst_endpoint = imm[3]

[power]
ir_worst_vdd_mv = 0.0706
p_per_area_nw_per_um2 = 109
power_w = 0.000110
clockPowerShare_pct = 0
p_seq_share_pct = 0
p_switching_w = 0.0000331
p_leak_nw = 0.456
p_int_w = 0.0000773
swShare_pct = 30.0
combPwrFrac_pct = 100.0

[critical_path]
cp_max_fo = 1
cp.arrival_ns = 1.49
worstPathCellList = clkdlybuf4s50_1 -> or3b_4 -> a21oi_2 -> clkdlybuf4s15_1
critical_path.top_delay_family = buffers and inverters
startpoint_type = input port
cpPeakStageDelay_ns = 0.44
worstPathRequired_ns = 1.52
criticalPathCategory = in2out
crit_path_end_kind = output pin
path_buffers = 2
slowest_stage = clkdlybuf4s50_1

[floorplanning]
die_height_um = 80
die-area_um2 = 6400
rows = 21
io_pins = 64
dieWidth_um = 80
fp_util_pct = 10.5
coreArea_um2 = 3420

[global_routing]
grt_max_degree = 13
grt_pass1_vias = 560
grt_pass1_wl_mm = 2.83
antenna_found_initial = 0
overflow = 0
gr-usage-all-layers_pct = 5.18

[run_status]
outcome = completed
==> worst min-delay path, stage by stage <==
cell and delay [ns]:
buf_6 0.07, buf_6 0.10, or3b_1 0.11, a21oi_2 0.05, clkbuf_2 0.08
==> kinds of logic (layout without fill, tap and decap cells) <==
kind of cell	Yosys count	in the layout	share of synthesized area, %
compound gates	6	6	10.1
buf+inv	21	69	44.1
mux	1	1	3.12
simple gates	20	20	42.7
==> final cells by class <==
| class | count | area [um2] |
|---|---|---|
| Tap cell | 46 | 57.6 |
| Multi-Input combinational cell | 27 | 283 |
| Fill cell | 385 | 2410 |
| Timing Repair Buffer | 69 | 668 |
==> power by group through the flow <==
stage,registers (W),logic (W),clock network [W]
finish,0,0.000110,0
CTS,0,0.000114,0
global route,0,0.000119,0
==> through the flow <==
step	std cells	setup slack, ns	hold slack (ns)	area, um2	util (%)
detailed placement	136	-0.615	1.69	908	26.6
floorplan	48	0.0532	0.777	372	-
global route	142	0.00262	1.21	1010	29.5
CTS	146	-0.0917	1.26	1090	32.0
finish	142	0.0343	1.18	1010	29.5
global placement	136	-0.603	1.69	908	26.6
==> cells in the mapped netlist (all sizes together) <==
cell type,count,area (um2)
buf,21,159
nor3b,7,52.6
nand3b,5,37.5
a21oi,4,20.0
or3b,4,35.0
nand2b,2,12.5
a211oi,1,7.51
a221oi,1,8.76
mux2,1,11.3
nand3,1,5.00
nand4bb,1,11.3
==> how the worst max path moves through the flow <==
stage / startpoint / end / slack [ns] / depth (start not counted)
CTS: instruction[5] / imm[5] / -0.09 / 5
finish: instruction[24] / imm[4] / 0.03 / 4
global route: instruction[24] / imm[4] / 0.003 / 4
==> timing repair <==
item,CTS,global route
pin swaps,7,5
setup buffers,8,0
hold buffers,0,0
setup endpoints to repair,32,21
gates cloned,2,0
gates resized,113,9
==> cell usage in the layout, fill, tap and decap left out <==
master | netlist | final
or3b_1 | 2 | 2
clkdlybuf4s15_1 | 0 | 11
a21oi_2 | 0 | 4
clkdlybuf4s50_1 | 0 | 16
nor3b_1 | 7 | 1
nand3_1 | 1 | 1
dlymetal6s2s_1 | 0 | 1
a221oi_1 | 1 | 1
buf_4 | 19 | 4
nor3b_4 | 0 | 1
dlygate4sd2_1 | 0 | 9
buf_12 | 0 | 3
nor3b_2 | 0 | 5
nand2b_1 | 2 | 2
buf_2 | 1 | 8
nand3b_1 | 5 | 5
a211oi_2 | 0 | 1
buf_6 | 1 | 11
mux2_4 | 0 | 1
clkbuf_2 | 0 | 5
nand4bb_4 | 0 | 1
or3b_4 | 0 | 2
buf_16 | 0 | 1
==> routing by layer <==
layer	track usage, %	vias to the layer above	wire [um]
li1	-	252	-
met1	6.27	223	727
met2	8.67	32	845
met3	2.39	0	236
met4	0	0	0
met5	0	-	0
Power is estimated from default activity; no workload was simulated.
