### ./config.mk
export PLATFORM = sky130hd
export DESIGN_NAME = alu
export DESIGN_NICKNAME = alu
export VERILOG_FILES = /design/flow/design.v
export SDC_FILE = /design/flow/constraint.sdc
export NUM_CORES = 4
export LEC_CHECK = 1
export CORE_UTILIZATION = 30
### ./constraint.sdc
current_design alu

set clk_period 20.7
set clk_io_pct 0.2

create_clock -name clk0 -period $clk_period

set non_clock_inputs [all_inputs -no_clocks]
set_input_delay [expr $clk_period * $clk_io_pct] -clock clk0 $non_clock_inputs
set_output_delay [expr $clk_period * $clk_io_pct] -clock clk0 [all_outputs]
### ./design.v
`timescale 1ns / 1ps
module alu (
    input logic [31:0] op1, op2,
    input logic [3:0] alu_ctrl ,  
    output logic [31:0] alu_result,
    output logic zero
    );
always_comb begin
    case (alu_ctrl)
        4'b0000 : alu_result = op1 + op2;
        4'b1000 : alu_result = op1 - op2;
        4'b0001 : alu_result = op1 << op2;
        4'b0010 : alu_result = $signed(op1) < $signed(op2);
        4'b0011 : alu_result = $unsigned(op1) < $unsigned(op2);
        4'b0100 : alu_result = op1 ^ op2;
        4'b0101 : alu_result = op1 >> op2;
        4'b1101 : alu_result = $signed(op1) >>> $signed(op2);
        4'b0110 : alu_result = op1 | op2;
        4'b0111 : alu_result = op1 & op2;
        default : alu_result = 0;
    endcase
end
always_comb begin
    zero = 0;
    if (alu_result == 0) zero = 1;
    else zero = 0;
end
endmodule
### ./run.sh
#!/bin/bash
# OpenROAD 26Q1-2900-gdf79404cd8, Yosys 0.63+post, stock flow scripts
make -C /OpenROAD-flow-scripts/flow DESIGN_CONFIG=/design/flow/config.mk WORK_HOME=/design/flow/orfs finish
==> impl_metrics.ini <==
; physical design summary
[outcome]
status = finished, final reports clean

[run]
cap_violations = 0
tool_warnings = 97

[yosys]
ys_cells = 1603
syn_avg_cell_area_sq_um = 6.752
common_cells = 161 x nand2_1, 160 x nor2_1, 124 x a21oi_1
synth.distinct_cells = 87
top_cells_by_area = ha_1 11%, mux4_2 9.6%, mux2i_1 6.3%
synth_cells = 1603
top_cell = nand2_1
yosys_warnings = 1
syn_area_sq_mm = 0.01082
top_area_cell = ha_1
synth_top_area_share_pct = 11.21
ys_area_sq_mm = 0.01082
ys_seq_share_pct = 0

[clock_network]
cts_resized = 0
ctsHoldBuffers = 0
cts_setup_buffers = 0

[die]
fp_util_pct = 30.43
row_count = 69
chipArea_sq_mm = 0.03684
ios = 101
die_h_um = 191.9
core_region_area_sq_mm = 0.03557
die_x_um = 191.9

[placement]
routabilityCongestion = 1.101
port_buffers = 101
post-place-ws_ns = 6.219
dp_hpwl_mm = 57.89

[setup_path]
crit_start = op2[5]
worst_path_max_delay_cell = clkdlybuf4s50_1
start_kind = input port
worstPathCellList = clkdlybuf4s50_1 -> clkinv_1 -> ha_1 -> inv_1 -> a211oi_1 -> a211oi_1 -> nor3_1 -> o2111ai_1 -> a211o_1 -> or4_1 -> nor4_2 -> nand4b_1 -> nor4_1 -> nand4b_1 -> nor4_2 -> clkdlybuf4s50_1
critical_path_class = in2out
slowest_delay_ns = 0.86
arrival_ns = 10.56
cp.required_ns = 16.56
cp_max_fo = 14
cp-end-kind = output port

[global_route]
grt_max_degree = 52
grt_overflow = 0
antenna_found_initial = 1
grt_pass1_vias = 13370
grt_pass1_wl_mm = 102.9
grt_usage_pct = 40.60

[power]
peakVddDrop_mv = 0.01961
swShare_pct = 64.15
p_int_w = 0.0001256
power.density_mw_per_mm2 = 28.35
power_frac_comb_pct = 100.0
power_w = 0.0003504
leakagePower_nw = 4.855
pwr-share-seq_pct = 0
p_clk_share_pct = 0
netSwitchingPower_w = 0.0002248

[final_timing]
slew_viol_final = 0
tns_ns = 0
hold_viol = 0
worst_pin_slew_ns = 0.9954
finalSetupViolCount = 0
min_period_ns = 14.70
maxSlewHeadroom_pct = 31.74
fmax_ghz = 0.06802
final.setup.worst_slack_ns = 5.999
whs_ns = 9.683
rsz0062_at_grt = no
fin_crit_sh_pct = 71.02

[routing]
wl_per_cell_um = 34.92
detail-route-antenna-nets = 0
wl_mm = 73.26
via_per_inst = 6.846
drt_iter0_drc = 1613
first_pass_iters = 6
insertedDiodeCount = 0
num_vias = 14360
drc = 0

[cells_and_area]
regArea_sq_um = 0
n_clock_buffer = 0
post-route-util_pct = 34.75
flops = 0
syn_to_final_growth_pct = 14.20
drive_gt1_share_pct = 10.93

[min_path]
worstHoldStart = alu_ctrl[0]
hp-class = in2out
==> layout by cell type (no fill, tap or decap), types with 18 or more instances in the layout <==
cell and instances:
mux2i_1 68, nand3_1 47, nor4_1 19, a31oi_1 23
a211oi_1 40, o21ai_0 115, a221oi_1 18, a21oi_1 124
nor3_1 42, buf_4 74, nor2_1 160, o211ai_1 39
inv_1 97, nand4_1 19, nand2_1 161, ha_1 97
mux4_2 46, clkdlybuf4s50_1 95, mux2_2 27
==> power groups by stage <==
stage	Clock [W]	Sequential, W	Combinational, W
6_report	0	0	0.000350
5_1_grt	0	0	0.000368
4_1_cts	0	0	0.000340
==> cells by family (layout without fill, tap and decap cells) <==
family,Yosys count,count (layout),synth area share (%)
xor+xnor,8,8,0.6474
buf+inv,239,273,8.821
fa+ha+maj,99,99,11.58
mux,146,146,19.88
compound gates,547,547,33.88
simple gates,564,564,25.18
==> routing by layer <==
layer	up-vias	track usage (%)	wire, um
met1	7005	54.46	29350
li1	6168	-	-
met3	198	9.286	7393
met5	-	1.648	84
met4	4	19.44	4473
met2	988	61.55	31950
==> worst paths after layout <==
kind / to / slack [ns] / depth (start not counted)
worst max-delay path: zero / 6.00 / 16
worst min-delay path: alu_result[5] / 9.68 / 6
==> cell type report <==
cell class | instances | area [sq um]
tap | 461 | 576.8
multi-input combinational | 1364 | 9882
timing repair buffer | 172 | 1521
fill | 3933 | 23210
inverter | 101 | 379.1
==> critical path, delay by kind of cell <==
kind	cells	cell delay (ns)
and+or+nand+nor	7	2.29
AOI/OAI and AO/OA	4	1.50
buffers and inverters	4	1.94
adders and majority gates	1	0.67
==> metrics by stage <==
step                      cells  cell area (sq um)
after floorplan            1603              10820
after CTS                  2098              12360
after detailed placement   2098              12360
final                      2098              12360
after global placement     2098              12360
after global routing       2098              12360
Power is estimated from default activity; no workload was simulated.
